$ cat flow/run.sh
#!/bin/bash
# OpenROAD 26Q1-2900-gdf79404cd8, Yosys 0.63+post, stock flow scripts
make -C /OpenROAD-flow-scripts/flow DESIGN_CONFIG=/design/flow/config.mk WORK_HOME=/design/flow/orfs finish
$ cat flow/config.mk
export PLATFORM = sky130hd
export DESIGN_NAME = LED
export DESIGN_NICKNAME = LED
export VERILOG_FILES = /design/flow/design.v
export SDC_FILE = /design/flow/constraint.sdc
export NUM_CORES = 4
export LEC_CHECK = 1
export CORE_UTILIZATION = 30
$ cat flow/constraint.sdc
current_design LED

set clk_period 4.4
set clk_io_pct 0.2

create_clock -name clk0 -period $clk_period [get_ports {clk}]

set non_clock_inputs [all_inputs -no_clocks]
set_input_delay [expr $clk_period * $clk_io_pct] -clock clk0 $non_clock_inputs
set_output_delay [expr $clk_period * $clk_io_pct] -clock clk0 [all_outputs]
$ cat flow/design.v
`timescale 1ns / 1ps
module LED(
    input wire clk,
    input wire reset_n,
    input wire i_start,
    output reg o_led
    );
    parameter LED_ON    = 1'b0;
    parameter LED_OFF   = 1'b1;
    reg [25:0]  r_cycle;
    reg         sel;
    always@(posedge clk) begin
        if (!reset_n) begin
            r_cycle <= 26'd0;
            sel <= 1'b0;
        end
        else begin
            if (i_start) begin
                if (r_cycle == 26'd50000000) begin
                    r_cycle <= 26'd1;
                    sel <= ~sel;
                end
                else begin
                    r_cycle <= r_cycle + 26'd1;
                end
            end
            else begin
            end
        end
    end
    always@(posedge clk) begin
        if (!reset_n) begin
            o_led <= LED_OFF;
        end
        else begin
            if (sel) begin
                o_led <= LED_ON;
            end
            else begin
                o_led <= LED_OFF;
            end
        end
    end
endmodule
==> results.py <==
# Auto-generated metrics
metrics = {
    "power": {
        "power_mw": 0.470,
        "pwr-share-seq": 0.548,
        "switchingPower_mw": 0.0877,
        "p_per_area_nw_per_um2": 315,
        "p_clk_frac": 0.424,
        "ir_drop_mv": 0.259,
        "leakagePower_nw": 0.458,
        "p_int_mw": 0.382,
        "switching_share": 0.187,
        "comb_power_share": 0.028,
    },
    "detailed_routing": {
        "drt-initial-drc-count": 53,
        "via_count": 1132,
        "finalWirelength_um": 2470,
        "wl_per_cell_um": 11.9,
        "drc": 0,
        "ant_nets": 0,
        "first_pass_iters": 4,
        "routed_via_density": 5.44,
        "diodes": 0,
    },
    "logic_synthesis": {
        "logic_family": "simple AND/OR/NAND/NOR gates",
        "yosys.cell_types.count": 29,
        "ys_chip_area_um2": 1340,
        "ys_ff": 28,
        "ys_seq_frac": 0.418,
        "ys_sh_adder": 0.0280,
        "yosysCellCount": 156,
        "synth_area_um2": 1340,
        "yosysWarningCount": 1,
        "ys_sh_simple": 0.293,
        "synthCells": 156,
        "ys_sh_xor": 0.0653,
        "syn_area_per_cell_um2": 8.60,
        "mux_area_frac": 0,
        "synthAoiAreaFrac": 0.160,
    },
    "final_layout": {
        "area_growth_pct": 11.2,
        "lay_top_count": "dfxtp_1",
        "final_cell_mix": "dfxtp_1, a21oi_1, nor2_1",
        "final_area_um2": 1490,
        "drive_gt1_frac": 0.0443,
    },
    "worst_setup_path": {
        "endpoint_kind": "flop",
        "critical_path_arrival_ns": 3.19,
        "crit_type": "in2reg",
        "cp.required_ns": 4.61,
        "r2r_end": "r_cycle[25]$_SDFFE_PN0P_",
        "crit_path_start_kind": "input port",
        "crit_fanout": 14,
        "worst-r2r-cell-count": 4,
        "r2r-start": "r_cycle[0]$_SDFFE_PN0P_",
        "reg2reg_slack_ns": 2.21,
        "setup.worst_path.start": "i_start",
    },
    "die": {
        "io_pins": 4,
        "die_w_um": 68.9,
        "fp_util": 0.324,
        "die-area_um2": 4740,
        "rows": 23,
        "die_y_um": 68.9,
        "core_area_um2": 4140,
    },
    "worst_hold_path": {
        "hp-start": "sel$_SDFFE_PN0P_",
        "hold_path.class": "reg2reg",
        "min_path_cells": 1,
        "hold_path_end": "o_led$_SDFF_PN1_",
    },
    "global_route": {
        "grt_pass1_vias": 966,
        "grt-ovfl-total": 0,
        "grt_pass1_wl_um": 4400,
        "grt_antenna_before_repair": 0,
        "grt_max_degree": 23,
        "grtUsageTotal": 0.123,
    },
    "timing": {
        "worst_pin_slew_ns": 0.480,
        "maxSlewHeadroom": 0.679,
        "rsz0062_at_grt": "false",
        "fmax_mhz": 336,
        "fin_setup_tns_ns": 0,
        "hold_viol_final": 0,
        "finalCritPeriodShare": 0.676,
        "hold_ws_ns": 0.410,
        "finalCriticalPeriod_ns": 2.98,
        "fin_ws_ns": 1.42,
        "finClkSkew_ns": 0.00844,
        "maxSlewViolCount": 0,
        "setup_viol": 0,
    },
    "clock_network": {
        "clk_pin_slew_ns": 0.10,
        "cts_tree": "yes",
        "postCtsHoldBufs": 0,
        "cts-buffers-inserted": 3,
        "cts_resized": 0,
        "h-tree-depth": 1,
        "worstSkewPairLatency_ns": 0.27,
        "cts_buffer_depth": 2,
        "clkSinkCount": 28,
        "cts_setup_buffers": 0,
        "clock-root-buffer": "clkbuf_8",
    },
    "place": {
        "pre_cts_slack_ns": 1.14,
        "place_area_um2": 1420,
        "gp_congestion": 0.796,
        "dp_hpwl_um": 1730,
        "io_buffer_count": 3,
    },
    "job": {
        "drv_cap": 0,
        "tool_warnings": 27,
    },
    "run_status": {
        "status": "finished clean",
    },
}
==> metrics by stage <==
| step | cells | utilization |
|---|---|---|
| final | 208 | 0.360 |
| after detailed placement | 204 | 0.343 |
| after floorplan | 156 | - |
| after global routing | 208 | 0.360 |
| after global placement | 204 | 0.343 |
| after CTS | 208 | 0.360 |
==> registers in the layout, indices dropped and copies added (netlist names) <==
register,flops
o_led,1
r_cycle,26
sel,1
==> per-layer routing <==
layer / global-route usage / vias to the layer above / part of all wire
li1: - / 586 / -
met1: 0.186 / 523 / 0.50
met2: 0.195 / 21 / 0.45
met3: 0.0233 / 2 / 0.042
met4: 0.0102 / 0 / 0.010
met5: 0 / - / 0
==> cells in the mapped netlist (all sizes together) <==
master	count	area [um2]
or4	8	60.1
a21boi	2	15.0
o31a	1	8.76
ha	3	37.5
nor2	11	41.3
xor2	4	35.0
and3	2	12.5
nand3	10	50.1
nand4	7	50.1
a21oi	13	65.1
dfxtp	28	561
buf	3	15.0
o211a	1	10.0
nor4	4	25.0
o21a	1	7.51
or3	7	43.8
xnor2	6	52.6
o31ai	7	52.6
nor4bb	2	20.0
nor3	2	10.0
o211ai	2	15.0
nand2	10	37.5
o21ai	8	40.0
clkbuf	3	11.3
and4	3	26.3
or4b	1	10.0
inv	6	22.5
and2	1	6.26
==> power groups by stage <==
| stage | Sequential, mW | Combinational, mW | Clock [mW] |
|---|---|---|---|
| CTS | 0.257 | 0.0135 | 0.207 |
| global route | 0.258 | 0.0152 | 0.215 |
| finish | 0.257 | 0.0130 | 0.199 |
==> worst max-delay path, stage by stage <==
cell and delay, ns:
clkdlybuf4s50_1 0.61, nand4_1 0.23, or4_1 0.73, or4_1 0.57, a21oi_1 0.16
==> cells by family (layout without fill, tap and decap cells) <==
family / after synthesis / count (layout)
flops: 28 / 28
buf+inv: 12 / 14
simple gates: 68 / 68
xor+xnor: 10 / 10
fa+ha+maj: 3 / 3
compound gates: 35 / 35
==> layout make-up <==
cell class / count / area [um2]
well taps: 50 / 62.6
multi-input cells: 116 / 737
repair buffers: 4 / 37.5
clock buffers: 3 / 41.3
inverters: 6 / 22.5
fillers: 433 / 2650
flip-flops and latches: 28 / 561
clock inverters: 1 / 30.0
==> how the worst max path moves through the flow <==
stage | slack (ns) | endpoint
CTS | 1.45 | r_cycle[25]$_SDFFE_PN0P_
global route | 1.35 | r_cycle[25]$_SDFFE_PN0P_
finish | 1.42 | r_cycle[25]$_SDFFE_PN0P_
No activity file was given, so power comes from the tool's default toggle rates.
